===== design/flow/run.sh =====
#!/bin/bash
# OpenROAD 26Q1-2900-gdf79404cd8, Yosys 0.63+post, stock flow scripts
make -C /OpenROAD-flow-scripts/flow DESIGN_CONFIG=/design/flow/config.mk WORK_HOME=/design/flow/orfs finish

===== design/flow/config.mk =====
export PLATFORM = sky130hd
export DESIGN_NAME = apb_align
export DESIGN_NICKNAME = apb_align
export VERILOG_FILES = /design/flow/design.v
export SDC_FILE = /design/flow/constraint.sdc
export NUM_CORES = 4
export LEC_CHECK = 1
export CORE_UTILIZATION = 50

===== design/flow/constraint.sdc =====
current_design apb_align

set clk_period 5.9
set clk_io_pct 0.2

create_clock -name clk0 -period $clk_period [get_ports {APB_PCLK}]

set non_clock_inputs [all_inputs -no_clocks]
set_input_delay [expr $clk_period * $clk_io_pct] -clock clk0 $non_clock_inputs
set_output_delay [expr $clk_period * $clk_io_pct] -clock clk0 [all_outputs]

===== design/flow/design.v =====
module apb_align
	#(	parameter ADDR_WIDTH = 32,
		parameter DATA_WIDTH = 32)
	(
		input APB_PCLK,
		input APB_PRESETn,
		input [ADDR_WIDTH-1:0] paddr,
		input [DATA_WIDTH-1:0] pdata,
		output reg [DATA_WIDTH-1:0] prdata,
		input psel,
		input penable,
		input pwrite,
		input [3:0] pstb,
		output pready,
		output [ADDR_WIDTH-1:0] aligned_paddr,
		output reg [DATA_WIDTH-1:0] aligned_pdata,
		input [DATA_WIDTH-1:0] aligned_prdata,
		output reg aligned_penable,
		output [3:0] aligned_pstb,
		input aligned_pready);
reg [1:0]done;
wire [7:0]mask = {4'b0, pstb[3:0]} << paddr[1:0];
assign aligned_pstb = mask[(4*done[0])+:4];
assign aligned_paddr = {{paddr[ADDR_WIDTH-1:2] + done[0]}, 2'b0};
wire [31:0]offset = {28'b0, done[0], 2'b0} - {30'b0,paddr[1:0]};
initial begin
	done = 0;
	aligned_penable = 0;
end
integer i;
always @(*) begin
	for( i = 0; i < (ADDR_WIDTH/8);i = i + 1) begin
		if(aligned_pstb[i])
			aligned_pdata[8*i+:8] = pdata[8*(i+offset)+: 8];
		else
			aligned_pdata[8*i+:8] = 0;
	end
end
assign pready = penable && psel && done[1];
always @(posedge APB_PCLK) begin
	if(penable) begin
		if(paddr[1:0] != 2'b00) begin
			if(aligned_pready) begin
				done <= done + 1;
				aligned_penable <= 0;
			end else begin
				aligned_penable <= 1;
			end
		end else begin
			aligned_penable <= 1;
			if(aligned_pready) begin
				done <= 2;
				aligned_penable <= 0;
			end
		end
		if(!pwrite && aligned_pready) begin
			if(done == 0) begin
				case(paddr[1:0])
					2'b00: prdata <= aligned_prdata;
					2'b01: prdata[23:0] <= aligned_prdata[31:8];
					2'b10: prdata[15:0] <= aligned_prdata[31:16];
					2'b11: prdata[7:0] <= aligned_prdata[31:24];
				endcase
			end else if (done == 1) begin
				case(paddr[1:0])
					2'b00: ;
					2'b01: prdata[31:24] <= aligned_prdata[7:0];
					2'b10: prdata[31:16] <= aligned_prdata[15:0];
					2'b11: prdata[31:8] <= aligned_prdata[23:0];
				endcase
			end
		end
	end
	if(done == 2)
		done <= 0;
end
endmodule

==> Implementation_results.wiki <==
=== Physical design figures ===
{| class="wikitable"
! Metric !! Value
|-
| Capture point of the worst reg-to-reg path || prdata[10]
|-
| Final period util || 93.6%
|-
| Async set-or-reset flop fraction in the synthesized netlist || 0%
|-
| Worst vdd ir || 0.188 mV
|-
| Relative slew margins || 39.7%
|-
| Most frequently placed logic cells in the final layout || 203 x clkdlybuf4s50_1, 36 x nor2_1, 33 x edfxtp_1, 31 x mux2i_1, 28 x nor2b_1
|-
| CTS max path bufs || 2
|-
| Maximum fanout along the worst path || 8
|-
| TritonRoute pass-1 iters || 5
|-
| Slew Viols, Final || 0
|-
| Number of warnings printed during yosys synthesis || 1
|-
| Die Y-Extent || 91.2 microns
|-
| Routed WL || 12100 microns
|-
| Core region area || 7730 sq um
|-
| Critical path data required time || 4.72 ns
|-
| Die span in x || 91.2 microns
|-
| Result of the run || finished clean
|-
| Tightest Hold Check Type || reg -> reg
|-
| Count of tool warnings || 33
|-
| Crit path launch type || input pin
|-
| Pwr per Cell Area || 199 nW/um^2
|-
| RD Place Congestion || 0.923
|-
| Post-CTS Setup Bufs || 0
|-
| Hold buffer count at CTS || 0
|-
| Hold_ws || 0.549 ns
|-
| DRC violations left || 0
|-
| Diode insertion count for antenna repair || 0
|-
| Hold violation total from the final report || 0
|-
| First-iteration detailed-routing DRC count || 256
|-
| Detailed-route vias per instance || 6.03
|-
| Routed wire length per instance || 17.1 microns
|-
| R2r setup slk || 3.03 ns
|-
| Htree depth || 2
|-
| Worst-case hold path end point || done[1]
|-
| Clock tree from TritonCTS || done
|-
| Chip area || 8310 sq um
|-
| Unique cell type count in the Yosys netlist || 49
|-
| Maximum clock skew at final layout || 0.00899 ns
|-
| Clock edge transition at the registers on the reported setup and hold paths || 0.07 ns
|-
| Post-Place Cell Area || 6100 sq um
|-
| Fraction of the core area occupied by cells at floorplan || 51.4%
|-
| Largest net degree at the start of global routing || 53
|-
| Setup repair after global routing missed its margin || false
|-
| Synth Area per Inst || 9.62 sq um
|-
| Total CTS buffers || 5
|-
| FMAX || 0.181 GHz
|-
| Cell at the root of the clock tree || clkbuf_8
|-
| Flop and latch count out of synthesis || 35
|-
| Number of global-route vias before repair || 3880
|-
| Max_cap viols || 0
|-
| Clock latency (worst-skew pair) || 0.29 ns
|-
| Pleak || 0.00224 uW
|-
| Number of cell instances after yosys synthesis || 413
|-
| Number of enable-type register cells in the synthesized netlist || 33
|-
| Worst EP arrival || 4.34 ns
|-
| Total half-perimeter wirelength after legalization and detailed placement || 8990 microns
|-
| Area Growth Syn to Fin || 56.3%
|-
| Start point of the worst hold path || done[1]
|-
| RR Startpoint || done[0]
|-
| Worst r2r path cells || 6
|-
| Sum of overflow across all layers after global routing || 0
|-
| Post-synth design cell area || 3980 sq um
|-
| Final setup TNS || 0 ns
|-
| Wire length of the first global-routing pass || 19200 microns
|-
| Top-Level Pins || 208
|-
| Critical path start-end classification || in -> out
|-
| Hold path cells || 2
|-
| Slew @ Worst Pin || 0.899 ns
|-
| Fin area || 6210 sq um
|-
| Layout cells sized above 1 || 9.54%
|-
| Vias after detailed routing || 4281
|-
| Sort of element at the end of the critical path || primary output
|-
| Yosys chip area || 3980 sq um
|-
| Placed cells || 702
|-
| Num rows || 32
|-
| Final design utilization || 80.4%
|-
| # setup viols final || 0
|-
| Antenna violations before repair || 0
|-
| Post-route antenna net violation count || 0
|-
| # port buffers || 204
|-
| TritonCTS Sinks || 35
|-
| Number of instances in the synthesized netlist || 413
|-
| Most used logic cell in the final layout || clkdlybuf4s50_1
|-
| Flip-flop cell with the highest count after synthesis || edfxtp_1
|-
| Final-layout fill cell count || 482
|-
| Fin crit period || 5.52 ns
|-
| Quantity of gates resized following cts || 0
|-
| Filler-free cell count of the finished design || 710
|-
| Synth Seq Share || 25.9%
|-
| Overall global routing resource usage || 30.0%
|}
report_power, final:
part / switching (uW) / total [uW] / internal [uW] / leakage (uW)
clock network: 87.1 / 211 / 124 / 0.0000556
logic: 312 / 684 / 372 / 0.00187
registers: 18.8 / 343 / 324 / 0.000317
worst max path at each step:
stage	start	end	slack [ns]	depth (start not counted)
6_report	paddr[1]	aligned_pdata[28]	0.38	12
5_1_grt	paddr[1]	aligned_pdata[28]	0.15	12
4_1_cts	paddr[1]	aligned_pdata[28]	0.37	12
stage by stage:
stage / worst slack, ns / power [uW]
CTS: 0.373 / 1240
finish: 0.377 / 1240
detailed placement: 0.390 / 1020
global placement: 0.457 / 1010
global route: 0.148 / 1320
floorplan: 0.914 / 714
sequential cells by signal, summed over array words and instances (netlist names):
| register | flops |
|---|---|
| aligned_penable | 1 |
| done | 2 |
| prdata | 32 |
synthesized netlist by cell type, types with 12 or more instances:
cell / number / area, sq um
mux2i_1: 31 / 310
nand3_1: 13 / 65.1
a21oi_1: 19 / 95.1
ha_1: 12 / 150
xor2_1: 23 / 201
nand2_1: 17 / 63.8
nor2b_1: 28 / 175
nor2_1: 36 / 135
mux4_2: 24 / 541
edfxtp_1: 33 / 991
a211oi_1: 14 / 105
inv_1: 12 / 45.0
clkbuf_1: 17 / 63.8
worst max-delay path: stages:
cell	delay, ns
clkdlybuf4s50_1	0.42
inv_1	0.17
ha_2	0.26
clkinv_1	0.09
ha_1	0.36
inv_1	0.08
ha_1	0.26
xnor2_1	0.17
o221ai_1	0.13
a2111o_1	0.55
nor2b_1	0.19
clkdlybuf4s50_1	0.48
layer usage:
| layer | GRT usage [%] | share of wire (%) |
|---|---|---|
| met5 | 0 | 0 |
| met4 | 3.17 | 1.2 |
| met3 | 8.93 | 12 |
| met2 | 46.5 | 48 |
| met1 | 45.9 | 39 |
cell type report:
cell class | instances | area [sq um] | share of cell area, %
clock buffers | 5 | 68.8 | 1.11
clock inverters | 3 | 38.8 | 0.624
inverters | 13 | 48.8 | 0.785
multi-input cells | 334 | 2760 | 44.4
flip-flops and latches | 35 | 1030 | 16.6
well taps | 102 | 128 | 2.05
repair buffers | 218 | 2140 | 34.5
logic make-up (layout without fill, tap and decap cells):
logic type / count (synthesis) / count (layout) / synth area share (%)
AND/OR/NAND/NOR: 138 / 138 / 18.5
AND-OR/OR-AND: 89 / 89 / 16.7
flip-flops: 35 / 35 / 25.9
multiplexers: 60 / 60 / 22.8
buffers and inverters: 45 / 239 / 4.91
adder cells (fa/ha/maj): 12 / 12 / 3.78
other: 1 / 2 / 0.0943
XOR/XNOR: 33 / 33 / 7.27
Power is estimated from default activity; no workload was simulated.
