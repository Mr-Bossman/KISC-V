===== run.sh =====
#!/bin/bash
# OpenROAD 26Q1-2900-gdf79404cd8, Yosys 0.63+post, stock flow scripts
make -C /OpenROAD-flow-scripts/flow DESIGN_CONFIG=/design/flow/config.mk WORK_HOME=/design/flow/orfs finish

===== config.mk =====
export PLATFORM = sky130hd
export DESIGN_NAME = timer
export DESIGN_NICKNAME = timer
export VERILOG_FILES = /design/flow/design.v
export SDC_FILE = /design/flow/constraint.sdc
export NUM_CORES = 4
export LEC_CHECK = 1
export CORE_UTILIZATION = 40

===== constraint.sdc =====
current_design timer

set clk_period 6.2
set clk_io_pct 0.2

create_clock -name clk0 -period $clk_period [get_ports {APB_PCLK}]

set non_clock_inputs [all_inputs -no_clocks]
set_input_delay [expr $clk_period * $clk_io_pct] -clock clk0 $non_clock_inputs
set_output_delay [expr $clk_period * $clk_io_pct] -clock clk0 [all_outputs]

===== design.v =====
module timer
	#(parameter ADDR_WIDTH = 32,
	  parameter DATA_WIDTH = 32)
	(
		input APB_PCLK,
		input APB_PRESETn,
		input [ADDR_WIDTH-1:0] paddr,
		input [DATA_WIDTH-1:0] pdata,
		output reg [DATA_WIDTH-1:0] prdata,
		input psel,
		input penable,
		input pwrite,
		input [3:0] pstb,
		output reg pready,
		output perr,
		output reg timer_interrupt);
	assign perr = 0;
	reg [63:0]wall_clock = 0;
	reg [63:0]timer_match = 0;
	always @(*) begin
		if(paddr  == 'h1100bffc) begin
			prdata = wall_clock[63:32];
		end else if (paddr == 'h1100bff8) begin
			prdata = wall_clock[31:0];
		end else begin
			prdata = 32'h0;
		end
	end
	always @(posedge APB_PCLK) begin
		if(psel && penable && !pready) begin
			if (pwrite) begin
				if(paddr == 'h11004004) begin
					timer_match <= {pdata,timer_match[31:0]};
				end else if (paddr == 'h11004000) begin
					timer_match <= {timer_match[63:32],pdata};
				end
			end
			pready <= 1;
		end
		else pready <= 0;
	end
	reg [32:0]tick_clock = 0;
	reg tick = 0;
	always @(posedge APB_PCLK) begin
		if(tick_clock == 1000)begin
			tick <= 1;
			tick_clock <= 0;
		end else begin
			tick <= 0;
			tick_clock <= tick_clock + 1;
		end
	end
	always @(posedge tick) begin
		if(wall_clock >= timer_match) begin
			timer_interrupt <= 1;
		end else begin
			timer_interrupt <= 0;
		end
		wall_clock <= wall_clock + 1;
	end
endmodule

==> impl_summary.log <==
[flow] final metrics
[metrics] status: finished, final reports clean
[metrics] slew at the pin with the worst max-slew slack: 0.8250 ns
[metrics] CTS H-Tree Depth: 3
[metrics] xor+xnor area frac: 0.09991
[metrics] pin count of the biggest net entering global routing: 66
[metrics] flops & latches, synth: about 160
[metrics] unrepaired setup endpoints after global routing: false
[metrics] Post-synth area hogs: sky130_fd_sc_hd__dfxtp_1 25%, sky130_fd_sc_hd__edfxtp_1 24%, sky130_fd_sc_hd__ha_1 10%
[metrics] number of distinct standard cells referenced by the synthesized netlist: 49
[metrics] dpl hpwl: 14000 um
[metrics] Adder Share, Synth: 0.1028
[metrics] setup slack of the worst register-to-register path: 3.96 ns
[metrics] die outline width: 144.8 um
[metrics] antenna violations before repair: 0
[metrics] Post-synth EDFFs: ~64
[metrics] count of warning messages emitted by the tools: 31
[metrics] final hold violation count: 0
[metrics] post-DR vias/cell: around 5.0
[metrics] area fraction of the dominant cell type after synthesis: 0.2455
[metrics] die area: 0.02096 mm^2
[metrics] total via count in the routed design: 5724
[metrics] wire length per cell: 15.58 um
[metrics] # Max-Cap Violations: 0
[metrics] cell type with the largest total area after synthesis: sky130_fd_sc_hd__dfxtp_1
[metrics] leakage power total: a little under 4 nW
[metrics] count of nets left with antenna violations after detail routing: 0
[metrics] Post-Place Setup Slack: ~0.64 ns
[metrics] core utilization of the finished layout: 0.4977
[metrics] share of synthesized registers carrying an async set or reset: 0
[metrics] Final setup violation count: 0
[metrics] final clock skew: between 0.009 and 0.01 ns
[metrics] Post-Syn Instances: 770
[metrics] leading cell types in the layout, fill and taps excluded: 101 x sky130_fd_sc_hd__clkdlybuf4s50_1, 99 x sky130_fd_sc_hd__dfxtp_1, 73 x sky130_fd_sc_hd__inv_1, 67 x sky130_fd_sc_hd__xnor2_1, 67 x sky130_fd_sc_hd__ha_1
[metrics] most common library cell in the layout ignoring fill and taps: sky130_fd_sc_hd__clkdlybuf4s50_1
[metrics] fraction of final layout cells with drive strength greater than 1: 0.04654
[metrics] classification of the worst-slack hold path: reg -> reg
[metrics] Floorplan Utilization: 0.4135
[metrics] count of cells resized by post-cts repair: 0
[metrics] # Post-CTS Setup Buffers: 0
[metrics] first-pass GRT wire length: 28780 um
[metrics] number of global-route vias before repair: 5372
[metrics] total overflow reported by the global router: 0
[metrics] Core Area: around 0.020 mm^2
[metrics] critical path launch point type: input pin
[metrics] Fmax: ~180 MHz
[metrics] initial detailed-routing violation count: 323
[metrics] post-synthesis chip area from yosys: 0.008153 mm^2
[metrics] number of unconstrained endpoints: about 66
[metrics] CTS clock-pin slew for the worst setup and hold paths: 0.06 ns
[metrics] minimum period implied by the final worst setup slack: approximately 5.5 ns
[metrics] Inserted Clock Buffers: 9
[metrics] maximum buffer depth of the clock tree: 2
[metrics] global-route total usage across every layer: 0.1877
[metrics] largest family of logic cells by area: simple AND/OR/NAND/NOR gates
[metrics] maximum single-stage delay on the critical path: 0.62 ns
[metrics] library cell contributing the largest single delay on the critical path: sky130_fd_sc_hd__or4_4
[metrics] required time at the worst-slack endpoint: 4.96 ns
[metrics] combined area of all synthesized cells: slightly above 0.008 mm^2
[metrics] final antenna diode count: 0
[metrics] number of DRC violations after detailed routing: 0
[metrics] hold slack final: 0.4380 ns
[metrics] launch point of the worst path: paddr[19]
[metrics] total wire length: 17850 um
[metrics] total iterations of the first detailed-routing run: 4
[metrics] critical path class: in -> out
[metrics] non-filler cells in the finished layout: 1146
[metrics] worst supply voltage drop on vdd: 133.4 uV
[metrics] yosys warns: 1
[metrics] Avg Inst Size Synth: 10.59 um^2
[metrics] insertion delay at the late pin of the worst-skew pair: ~0.35 ns
[metrics] Slew headroom: 0.4449
[metrics] Critical Path Sink: prdata[1]
[metrics] pwr/cell area: roughly 140 mW/mm^2
[metrics] Mux cell area share: 0
[metrics] Worst R2R Start: tick_clock[6]$_SDFF_PP0_
[metrics] Main synth FF type: sky130_fd_sc_hd__dfxtp_1
[metrics] placement row count: about 51
[metrics] count of unclocked register or latch pins: 65
[metrics] CTS tree: done
[metrics] arrival time of data at the critical path endpoint: 4.30 ns
[metrics] die outline height: 144.8 um
[metrics] Hold-fix buffers, CTS: 0
[metrics] post-synthesis share of cell area spent on and-or and or-and gates: 0.07413
[metrics] yosys simple share: 0.1957
[metrics] tally of buffers added on design ports: roughly 100
[metrics] final critical-path setup slack: 0.6629 ns
[metrics] root buffer selected by CTS: sky130_fd_sc_hd__clkbuf_16
[metrics] GPL Wtd Cong: ~0.86
[metrics] hold path depth: 1
[metrics] post-synthesis cell count from yosys: between 700 and 800
[metrics] kind of end point of the critical path: output pin
[metrics] final period utilization: 0.8931
[metrics] Pins Over Slew Limit: 0
[metrics] sequential share of the synthesized area: 0.4813
[metrics] chain of cells forming the critical path: clkdlybuf4s50_1 > or4_4 > nor3_2 > nand4_1 > or4_4 > nor2_4 > buf_12 > a22o_1 > clkdlybuf4s50_1
[metrics] count of cells along the worst register-to-register path: 5
[metrics] Area growth syn-to-layout: 20.37%
[metrics] total negative slack: 0 ns
[metrics] endpoint of the most critical register-to-register path: tick_clock[30]$_SDFF_PP0_
[metrics] placed cell count: 1130
[metrics] # IOs: roughly 110
[metrics] CP max FO: 20
==> worst min path at each step <==
stage,startpoint,end,slack [ns]
after CTS,pready$_DFF_P_,pready$_DFF_P_,0.44
after global routing,pready$_DFF_P_,pready$_DFF_P_,0.47
final,pready$_DFF_P_,pready$_DFF_P_,0.44
==> cell usage after synthesis, types with 2 or more instances <==
library cell,count
sky130_fd_sc_hd__dfxtp_1,100
sky130_fd_sc_hd__inv_1,73
sky130_fd_sc_hd__ha_1,67
sky130_fd_sc_hd__xnor2_1,67
sky130_fd_sc_hd__edfxtp_1,64
sky130_fd_sc_hd__nand2_1,47
sky130_fd_sc_hd__nand3_1,46
sky130_fd_sc_hd__nand4_1,38
sky130_fd_sc_hd__and2_1,33
sky130_fd_sc_hd__a22o_1,30
sky130_fd_sc_hd__nor2_1,27
sky130_fd_sc_hd__xor2_1,26
sky130_fd_sc_hd__a21oi_1,25
sky130_fd_sc_hd__and3_1,19
sky130_fd_sc_hd__nor4_1,15
sky130_fd_sc_hd__a21o_1,12
sky130_fd_sc_hd__nor3_1,11
sky130_fd_sc_hd__and4_1,9
sky130_fd_sc_hd__o21ai_0,7
sky130_fd_sc_hd__buf_6,6
sky130_fd_sc_hd__clkbuf_1,5
sky130_fd_sc_hd__or2_2,4
sky130_fd_sc_hd__nor2b_1,3
sky130_fd_sc_hd__nor4_4,3
sky130_fd_sc_hd__nor4b_1,3
sky130_fd_sc_hd__a22o_2,2
sky130_fd_sc_hd__nor2_4,2
sky130_fd_sc_hd__nor4_2,2
sky130_fd_sc_hd__nor4bb_1,2
sky130_fd_sc_hd__o211ai_1,2
sky130_fd_sc_hd__or4_4,2
==> layer usage <==
layer  track usage  wire, um
met1        0.3038      8752
met2        0.2844      7974
met3       0.03417       958
met4       0.01385       165
met5             0         0
==> flip-flops by register name, indices dropped and copies added, names as in the netlist <==
name	cells
timer_match	64
wall_clock	64
tick_clock	33
pready	1
tick	1
timer_interrupt	1
==> final cells by class <==
class / count / area (um^2)
fill: 1794 / 9905
sequential: 164 / 3925
multi-input combinational: 520 / 3861
timing repair buffer: 108 / 1089
tap: 265 / 331.6
clock buffer: 12 / 279.0
inverter: 73 / 274.0
clock inverter: 4 / 53.80
==> logic make-up after synthesis <==
logic type | after synthesis
AOI/OAI and AO/OA | 85
xor gates and xnor gates | 93
adders and majority gates | 67
buffers and inverters | 86
DFF | 164
other | 1
and+or+nand+nor | 274
==> where the power goes <==
group	switching (W)	leakage, nW	internal, W
Clock	0.000246	0.164	0.000364
Combinational	0.0000118	2.22	0.0000392
Sequential	0.000000155	1.47	0.000697
==> worst max-delay path, delay by kind of cell <==
kind / cells / cell delay (ns)
buf+inv: 3 / 1.09
simple gates: 5 / 1.81
compound gates: 1 / 0.16
==> metrics by stage <==
step | cell area [um^2] | total power (W)
global placement | 9480 | 0.0007625
finish | 9813 | 0.001358
floorplan | 8153 | 0.0007151
global route | 9813 | 0.001399
detailed placement | 9480 | 0.0007632
CTS | 9813 | 0.001373
No activity file was given, so power comes from the tool's default toggle rates.
