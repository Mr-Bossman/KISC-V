[flow/design.v]
module datapath
	(
	input [31:0] instruction,
	input [31:0] prdata,
	input [31:0] pc,
	input [31:0] rs1,
	input [31:0] alu_out,
	input mem_access,
	input microop_pc_zero,
	input sys_load,
	input lui_flag,
	input jal_flag,
	input sys_load_pc,
	input alu_flag,
	input load_branch,
	input load_jalr,
	input load_pc,
	input alu_rs1,
	input alu_imm_i,
	input pwrite,
	input immediate,
	output reg [31:0] APB_paddr_val,
	output reg [31:0] APB_pdata_val,
	output reg [31:0] load_pc_mux,
	output reg [31:0] write_reg_mux,
	output reg [31:0] aluRB,
	output reg [3:0] alu_op);
	wire [31:0] oldpc = pc - 4;
	wire [2:0] sub_op = instruction[14:12];
	wire [31:0] imm_i = {{21{instruction[31]}}, instruction[30:20]};
	wire [31:0] imm_s = {{21{instruction[31]}}, instruction[30:25], instruction[11:7]};
	wire [31:0] imm_b = {{20{instruction[31]}}, instruction[7], instruction[30:25], instruction[11:8], 1'b0};
	wire [31:0] imm_u = {instruction[31:12], 12'b0};
	wire [31:0] imm_j = {{12{instruction[31]}}, instruction[19:12], instruction[20], instruction[30:21], 1'b0};
	always @(*) begin
		 if(microop_pc_zero)
			APB_paddr_val = pc;
		else if(mem_access)
			APB_paddr_val = alu_out;
		else if(sys_load)
			APB_paddr_val = 4;
		else
			APB_paddr_val = 32'bX;
	end
	always @(*) begin
		 if(mem_access)
			APB_pdata_val = rs1;
		else if(sys_load)
			APB_pdata_val = pc;
		else
			APB_pdata_val = 32'bX;
	end
	always @(*) begin
		 if(jal_flag)
			load_pc_mux = oldpc + imm_j;
		else if (sys_load_pc)
			load_pc_mux = instruction;
		else if (load_jalr)
			load_pc_mux = alu_out;
		else if (load_branch)
			load_pc_mux = oldpc + imm_b;
		else
			load_pc_mux = 32'bX;
	end
	always @(*) begin
		 if (alu_flag)
			write_reg_mux = alu_out;
		else if (load_pc || jal_flag)
			write_reg_mux = pc;
		else if (mem_access) begin
			case (sub_op)
				3'b000: write_reg_mux = {{24{prdata[7]}},prdata[7:0]};	 
				3'b001: write_reg_mux = {{16{prdata[15]}},prdata[15:0]}; 
				3'b010: write_reg_mux = prdata;				 
				3'b100: write_reg_mux = {24'b0,prdata[7:0]};		 
				3'b101: write_reg_mux = {16'b0,prdata[15:0]};		 
				default: write_reg_mux = prdata;
			endcase
		end else if (lui_flag)
			write_reg_mux = imm_u + ((instruction[5])? 0 : oldpc);
		else
			write_reg_mux = 32'bX;
	end
	always @(*) begin
		 if(alu_rs1) begin
			aluRB = rs1;
		end else if (pwrite)
			aluRB = imm_s;
		else if (alu_imm_i)
			aluRB = imm_i;
		else begin
			aluRB = 32'bX;
		end
		 if (mem_access)
			alu_op = 4'b0000;
		else if ((sub_op == 5 && immediate) || (!immediate && alu_flag))
			alu_op = {instruction[30],sub_op};
		else
			alu_op = {1'b0,sub_op};
	end
endmodule
[flow/run.sh]
#!/bin/bash
# OpenROAD 26Q1-2900-gdf79404cd8, Yosys 0.63+post, stock flow scripts
make -C /OpenROAD-flow-scripts/flow DESIGN_CONFIG=/design/flow/config.mk WORK_HOME=/design/flow/orfs finish
[flow/config.mk]
export PLATFORM = sky130hd
export DESIGN_NAME = datapath
export DESIGN_NICKNAME = datapath
export VERILOG_FILES = /design/flow/design.v
export SDC_FILE = /design/flow/constraint.sdc
export NUM_CORES = 4
export LEC_CHECK = 1
export CORE_AREA = 10 10 217 217
export DIE_AREA = 0 0 227 227
[flow/constraint.sdc]
current_design datapath

set clk_period 16.0
set clk_io_pct 0.2

create_clock -name clk0 -period $clk_period

set non_clock_inputs [all_inputs -no_clocks]
set_input_delay [expr $clk_period * $clk_io_pct] -clock clk0 $non_clock_inputs
set_output_delay [expr $clk_period * $clk_io_pct] -clock clk0 [all_outputs]
==> deck_impl_summary.md <==
Flow Results at a Glance

Power and ir drop
  – Power Total: 0.000415 W
  – Peak supply drop: 0.0000102 V
  – Pwr Density: 37.1 nW/um^2
  – Leak pwr: 4.37 nW

Global routing
  – Vias in the first global route: 9636
  – GRT Util Overall: 0.168
  – Gr busiest metal: met2
  – Grt met1 use: 0.220
  – Largest net degree at the start of global routing: 52
  – Antenna violations before repair: 3
  – Total grt overflow: 0
  – Grt met2 use: 0.277
  – Met3 track demand over resource: 0.0391
  – First-pass GRT wire length: 64.8 mm

Run
  – Max-cap viol count: 0
  – Log Warnings: 36

Synth
  – Top cells by area: ha_1, o21ai_0, nand2_1
  – Mapped Area: 7330 um^2
  – Cells in synth_stat.txt: 1156
  – Syn avg cell area: 6.34 um^2
  – Synthesis area per yosys: 7330 um^2
  – Cell Type Count: 73
  – Top cell type's share of synthesized area: 0.108
  – Seq share, synth: 0
  – Post-synth top area cell: ha_1
  – Synth Instances: 1156
  – Total number of yosys warnings: 1

Final layout
  – Final Non-Filler Cells: 1970
  – Layout cells sized above 1: 0.0553
  – CLK BUF: 0
  – Top cells excl fill/tap: clkdlybuf4s50_1, nand2_1, o21ai_0, a21oi_1, nor2_1
  – Sequential cell area: 0 um^2
  – Commonest Layout Cell: clkdlybuf4s50_1
  – Num sequential: 0
  – Final core occ: 0.265
  – Area grow syn2layout: 52.6%

Routing
  – Final WL: 45.3 mm
  – Via count: 10.1k
  – Via-to-Cell Ratio: 5.14
  – Post-DR wirelength/cell: 23.0 um
  – Drt pass-1 iters: 8
  – DRT antenna net count: 0
  – First DRT Iteration DRCs: 780
  – Drt drc: 0

Timing
  – Achievable frequency: 81.2 MHz
  – Period minus WS final: 12.32 ns
  – Worst-Margin Slew: 0.879 ns
  – Slew Viols, Final: 0
  – Unrepaired setup endpoints after global routing: no
  – Final hold vios: 0
  – Final setup vio count: 0
  – Tcrit/Tclk final: 0.770
  – Rel. slew slack: 0.399
  – Setup_tns: 0 ns

Clock network
  – Post-CTS Setup Bufs: 0
  – CTS resizes: 0
  – CTS Hold Bufs: 0

Place
  – Placed Cells: 1967
  – Gp weighted congestion: 0.957
  – Number of port buffers: 334
  – Final HPWL DP: 38.0 mm

Floorplan
  – Init Core Util: 0.174
  – Std cell rows: 75
  – Core ar.: 42100 um^2
  – Die H: 227 um
  – Die area: 51500 um^2
  – I/O Pins: 338
  – Die width: 227 um

Worst hold path
  – Min-delay src: rs1[14]
  – Min-delay worst type: in2out
  – Worst Hold End: aluRB[14]
  – Hold depth: 4

Outcome
  – Status: completed

Worst setup path
  – WP data arrival: 9.12 ns
  – CP Capture Type: output port
  – Critical path type: in2out
  – CP Data Required Time: 12.80 ns
  – Worst Path Max Fanout: 7
  – Crit start category: input port
metal layers:
metal | vias to the layer above | wire [um]
li1 | 4881 | -
met1 | 4715 | 19000
met2 | 482 | 20600
met3 | 50 | 4610
met4 | 2 | 1040
met5 | - | 7
metrics by stage:
stage	setup WS [ns]	instance area, um^2	hold slack [ns]
final	3.68	11200	7.32
after global routing	3.14	11200	7.36
after CTS	3.73	11200	7.33
after detailed placement	3.74	11200	7.32
after global placement	3.73	11200	7.31
after floorplan	5.78	7330	6.45
Yosys cell counts (13+ instances only):
cell / n
a211oi_1: 20
o211ai_1: 22
xnor2_1: 48
a21oi_1: 112
mux2i_1: 15
and3_1: 20
a21o_1: 24
nor3_1: 15
inv_1: 33
nor2b_1: 24
ha_1: 63
clkbuf_1: 70
nor2_1: 77
xor2_1: 31
o21ai_0: 126
nand2_1: 158
mux2_2: 35
nand3_1: 26
a22o_1: 32
o21a_1: 13
worst max-delay path, stage by stage:
cell and delay [ns]:
clkdlybuf4s50_1 0.48, inv_1 0.29, ha_1 0.22, nand2b_1 0.10, or3_1 0.39, nand3b_1 0.35
xnor2_1 0.43, nor2b_1 0.19, ha_1 0.16, inv_1 0.05, fa_1 0.39, nand2b_1 0.21
a2111oi_0 0.77, nor3_1 0.18, o31ai_1 0.44, a21oi_1 0.17, mux2i_1 0.15, a221oi_1 0.42
a21oi_1 0.08, clkdlybuf4s50_1 0.45
kinds of logic (layout without fill, tap and decap cells):
group | count (synthesis) | in the layout | synth area share
AOI/OAI and AO/OA | 447 | 447 | 0.394
and+or+nand+nor | 395 | 395 | 0.259
buffers and inverters | 119 | 391 | 0.0628
xor gates and xnor gates | 79 | 79 | 0.0944
adders and majority gates | 66 | 66 | 0.116
muxes | 50 | 50 | 0.0742
other | 0 | 3 | 0
layout make-up:
cell class | instances | area (um^2)
antenna | 3 | 7.51
fill | 4563 | 30900
inverter | 35 | 131
multi-input combinational | 1037 | 6870
tap | 539 | 674
timing repair buffer | 356 | 3500
worst max-delay path by stage:
| stage | to | start | cells after the start | slack, ns |
|---|---|---|---|---|
| final | write_reg_mux[30] | pc[2] | 20 | 3.68 |
| after global routing | write_reg_mux[30] | pc[2] | 20 | 3.14 |
| after CTS | write_reg_mux[30] | pc[2] | 20 | 3.73 |
power breakdown:
group / total (W) / leakage (nW) / switching, W / internal [W]
Sequential: 0 / 0 / 0 / 0
Combinational: 0.000415 / 4.37 / 0.000208 / 0.000207
Clock: 0.0000000000181 / 0.0000190 / 0 / 0.0000000000181
Total: 0.000415 / 4.37 / 0.000208 / 0.000207
Power is estimated from default activity; no workload was simulated.
